**flow/run.sh**
```bash
#!/bin/bash
# OpenROAD 26Q1-2900-gdf79404cd8, Yosys 0.63+post, stock flow scripts
make -C /OpenROAD-flow-scripts/flow DESIGN_CONFIG=/design/flow/config.mk WORK_HOME=/design/flow/orfs finish
```
**flow/config.mk**
```make
export PLATFORM = sky130hd
export DESIGN_NAME = decoder_4x16
export DESIGN_NICKNAME = decoder_4x16
export VERILOG_FILES = /design/flow/design.v
export SDC_FILE = /design/flow/constraint.sdc
export NUM_CORES = 4
export LEC_CHECK = 1
export CORE_AREA = 10 10 70 70
export DIE_AREA = 0 0 80 80
```
**flow/constraint.sdc**
```tcl
current_design decoder_4x16

set clk_period 1.1
set clk_io_pct 0.2

create_clock -name clk0 -period $clk_period

set non_clock_inputs [all_inputs -no_clocks]
set_input_delay [expr $clk_period * $clk_io_pct] -clock clk0 $non_clock_inputs
set_output_delay [expr $clk_period * $clk_io_pct] -clock clk0 [all_outputs]
```
**flow/design.v**
```verilog
module decoder_4x16(y, i, en);
  input [3:0] i;   
  input en;    
  output [15:0] y;   
  wire [3:0] i_n;   
  not (i_n[3], i[3]);
  not (i_n[2], i[2]);
  not (i_n[1], i[1]);
  not (i_n[0], i[0]);
  and (y[0],  en, i_n[3], i_n[2], i_n[1], i_n[0]);  
  and (y[1],  en, i_n[3], i_n[2], i_n[1], i[0]);    
  and (y[2],  en, i_n[3], i_n[2], i[1], i_n[0]);    
  and (y[3],  en, i_n[3], i_n[2], i[1], i[0]);      
  and (y[4],  en, i_n[3], i[2], i_n[1], i_n[0]);    
  and (y[5],  en, i_n[3], i[2], i_n[1], i[0]);      
  and (y[6],  en, i_n[3], i[2], i[1], i_n[0]);      
  and (y[7],  en, i_n[3], i[2], i[1], i[0]);        
  and (y[8],  en, i[3], i_n[2], i_n[1], i_n[0]);    
  and (y[9],  en, i[3], i_n[2], i_n[1], i[0]);      
  and (y[10], en, i[3], i_n[2], i[1], i_n[0]);      
  and (y[11], en, i[3], i_n[2], i[1], i[0]);        
  and (y[12], en, i[3], i[2], i_n[1], i_n[0]);      
  and (y[13], en, i[3], i[2], i_n[1], i[0]);        
  and (y[14], en, i[3], i[2], i[1], i_n[0]);        
  and (y[15], en, i[3], i[2], i[1], i[0]);          
endmodule
```
==> impl_metrics.json <==
{
  "wl_per_cell_um": 9.10,
  "warnings": 34,
  "powerDensity_mw_per_mm2": 231,
  "leakagePower_uw": 0.000235,
  "period_minus_slack_ns": 1.27,
  "syn_area_um2": 118,
  "die_area_mm2": 0.00640,
  "grt_max_degree": 8,
  "violations": "setup timing",
  "design.seq.count": 0,
  "hold_viol_final": 0,
  "drc": 0,
  "dr.first_iter.drc_count": 6,
  "die_y_um": 80,
  "hold_class": "in -> out",
  "core-area_mm2": 0.00342,
  "postCtsHoldBufs": 0,
  "fin_crit_sh": 1.16,
  "seq_area_frac_synth": 0,
  "n_clock_buffer": 0,
  "drv_cap": 0,
  "cp-end-kind": "output port",
  "firstDrtPassIters": 3,
  "crit_path_max_fanout": 4,
  "run_status": "finished with violations",
  "crit_chain": "buf_8 -> or3b_4 -> buf_4 -> nor2_1 -> buf_2",
  "post-place-ws_ns": -0.851,
  "placedCellCount": 92,
  "ys_cells": 23,
  "antennaDiodeCount": 0,
  "pin_count": 21,
  "rows": 21,
  "worst_slack_ns": -0.171,
  "max-slew-margin-rel": 0.865,
  "setup_viol": 8,
  "io_buffers": 21,
  "yosys_area_um2": 118,
  "grt_pass1_vias": 284,
  "synthCells": 23,
  "slowest_delay_ns": 0.41,
  "rsz0062_at_grt": "true",
  "wl_um": 937,
  "critPathTopFamily": "simple AND/OR/NAND/NOR gates",
  "fin_util": 0.147,
  "critPathKind": "in -> out",
  "yosysWarnings": 0,
  "dp_hpwl_um": 731,
  "maxSlewViolCount": 0,
  "fin_cells": 103,
  "tightest_slew_ns": 0.201,
  "grt_antenna_before_repair": 0,
  "yosysUniqueCellTypes": 8,
  "via_per_inst": 2.75,
  "worstPathRequired_ns": 0.88,
  "grt-ovfl-total": 0,
  "vias": 283,
  "ant_nets": 0,
  "area_growth_pct": 327,
  "start_kind": "input port",
  "finalSetupTns_ns": -0.737,
  "core_util_floorplan": 0.0344,
  "grt_usage": 0.0275,
  "fmax_mhz": 787,
  "drive_above_1_share": 0.825,
  "cp_slowest_cell": "or3b_4",
  "vdd_drop_max_v": 0.0000332,
  "critPathArrivalTime_ns": 1.05,
  "avgSynthCellArea_um2": 5.11,
  "register_area_um2": 0,
  "grt_pass1_wl_um": 1440,
  "total_power_uw": 116,
  "gp_congestion": 0.740,
  "worst-path-buf-inv": 3,
  "die_x_um": 80
}
-- power breakdown --
group / switching [µW] / total, µW / internal (µW)
Combinational: 48.9 / 116 / 67.2
Clock: 0 / 0 / 0
Sequential: 0 / 0 / 0
-- cells in the final DEF, fill, tap and decap left out, drive strengths merged --
cell type	instances
nand3b	2
dlygate4sd2	2
clkbuf	1
buf	30
clkdlybuf4s15	1
nor2	12
nand2b	2
nand2	1
nand3	1
or3b	1
nor3	4
-- cell usage after synthesis --
cell / n / area (µm²)
nor2_1: 12 / 45.0
nor3_1: 3 / 15.0
nand2b_1: 2 / 12.5
nand3b_1: 2 / 15.0
nand2_1: 1 / 3.75
nand3_1: 1 / 5.00
nor3_2: 1 / 10.0
or3b_4: 1 / 11.3
-- stage by stage --
stage                     cell area (µm²)  hold WS [ns]
after floorplan                       118         0.453
after global placement                400          1.51
after detailed placement              400          1.51
after CTS                             483         0.788
after global routing                  502         0.758
final                                 502         0.735
-- repair_timing --
item,CTS,global route
setup endpoints to repair,16,13
setup buffers,11,0
endpoints found under the hold margin,0,0
pin swaps,16,7
resized,86,11
-- layout make-up --
class	instances	area (µm²)
Multi-Input combinational cell	23	185
Timing Repair Buffer	34	259
Fill cell	391	2910
Tap cell	46	57.6
-- worst min-delay path: stages --
cell and delay (ns):
buf_4 0.15, nor3_2 0.05, buf_2 0.10
-- worst paths after layout --
path	startpoint	endpoint	slack, ns	depth (start not counted)
worst max-delay path	i[1]	y[1]	-0.17	5
worst min-delay path	i[2]	y[2]	0.74	3
-- logic make-up (layout without fill, tap and decap cells) --
| logic type | Yosys count | count (layout) | synth area share |
|---|---|---|---|
| and+or+nand+nor | 23 | 23 | 1.00 |
| buffers and inverters | 0 | 34 | 0 |
-- layer usage --
metal	part of all wire	global-route usage
met3	0.12	0.0102
met1	0.41	0.0330
met5	0	0
met4	0	0
met2	0.47	0.0482
Power is estimated from default activity; no workload was simulated.
